[./run.sh]
#!/bin/bash
# OpenROAD 26Q1-2900-gdf79404cd8, Yosys 0.63+post, stock flow scripts
make -C /OpenROAD-flow-scripts/flow DESIGN_CONFIG=/design/flow/config.mk WORK_HOME=/design/flow/orfs finish
[./config.mk]
export PLATFORM = sky130hd
export DESIGN_NAME = ITVM
export DESIGN_NICKNAME = ITVM
export VERILOG_FILES = /design/flow/design.v
export SDC_FILE = /design/flow/constraint.sdc
export NUM_CORES = 4
export LEC_CHECK = 1
export CORE_UTILIZATION = 50
[./constraint.sdc]
current_design ITVM

set clk_period 9.5
set clk_io_pct 0.2

create_clock -name clk0 -period $clk_period [get_ports {clk}]

set non_clock_inputs [all_inputs -no_clocks]
set_input_delay [expr $clk_period * $clk_io_pct] -clock clk0 $non_clock_inputs
set_output_delay [expr $clk_period * $clk_io_pct] -clock clk0 [all_outputs]
[./design.v]
module ITVM(clk,rst,vehicleType,destination,seatType,numSeat,confirm,paymentMethod,mobileBank,tk50,tk100,tk500,tk1000,cashin,ticket,totalFare, returnMoney);
input clk, rst;
input [1:0]vehicleType;  
input destination; 
input [1:0]seatType;  
input [11:0]numSeat;
input confirm;
input paymentMethod; 
input mobileBank;  
input tk50;  
input tk100;  
input tk500;  
input tk1000;
output reg [13:0]cashin;
output reg ticket;
output reg [13:0]returnMoney;
output reg [13:0] totalFare;
reg [13:0] noteCounter;
reg [3:0]state;
parameter Bus_Ac_Sylhet = 600;
parameter Bus_NonAc_Cox = 500;
parameter Train_Ac_Sylhet = 400;
parameter Train_NonAc_Cox = 500;
parameter Ship_Ac_Sylhet = 400 ;
parameter Ship_NonAc_Cox = 300;
parameter Aero_Busi_Sylhet = 4000;
parameter Aero_Eco_Cox = 3000;
parameter Bus_NonAc_Sylhet = 400;
parameter Bus_Ac_Cox = 1000;
parameter Train_NonAc_Sylhet = 200;
parameter Train_Ac_Cox = 700;
parameter Ship_NonAc_Sylhet = 300;
parameter Ship_Ac_Cox = 500;
parameter Aero_Eco_Sylhet = 2000;
parameter Aero_Busi_Cox = 5000;
localparam 
Start= 4'd0,
chooseVehicle= 4'd1, 
chooseDestination= 4'd2, 
chooseSeatType= 4'd3,
calculation = 4'd4,
confirmation= 4'd5,
choosePayment= 4'd6,
mobilebaking= 4'd7,
cashcount=4'd8,
ticketOut=4'd9,
returnticket=4'd10;
always @(posedge clk )
begin
if(rst)
begin cashin<=0;
noteCounter<=0;end
else
begin
if(tk50) begin noteCounter<=noteCounter+50; end
else if(tk100) begin noteCounter<=noteCounter+100;end
else if(tk500) begin noteCounter<=noteCounter+500;end
else if(tk1000) begin noteCounter<=noteCounter+1000;end
else  begin noteCounter<=noteCounter;end
end
cashin<=noteCounter;
end
always @(posedge clk )
begin
if( rst==1'b1)
begin
state<= Start;
ticket<=1'b0;
returnMoney<=11'b0;
totalFare<=0;
end
else
begin
case(state)
Start: 
 begin
 state<=((vehicleType==2'b00 ||vehicleType==2'b01|| vehicleType==2'b10||vehicleType==2'b11))?chooseVehicle:Start;
 ticket<=1'b0;
 returnMoney<=11'b0;
 end
 chooseVehicle:
 begin
 state<=((destination==1'b0 ||destination==1'b1 ))?chooseDestination:Start;
 ticket<=1'b0;
  returnMoney<=11'b0;
  end
  chooseDestination:
  begin
  state<=((seatType==2'b00 ||seatType==2'b01|| seatType==2'b10||seatType==2'b11))?calculation:Start;
 ticket<=1'b0;
 returnMoney<=11'b0;
  end
  calculation:
 begin
if(vehicleType==2'b00 && destination==1'b0 && seatType==2'b00)
begin
totalFare<=Bus_Ac_Sylhet*numSeat;
ticket<=1'b0;
returnMoney<=11'b0;
state<=confirmation;
end
else if(vehicleType==2'b00 && destination==1'b0 && seatType==2'b01)
begin
totalFare<=Bus_NonAc_Sylhet*numSeat;
ticket<=1'b0;
returnMoney<=11'b0;
state<=confirmation;
end
else if(vehicleType==2'b00 && destination==1'b1 && seatType==2'b00)
begin
totalFare<=Bus_Ac_Cox*numSeat;
ticket<=1'b0;
returnMoney<=11'b0;
state<=confirmation;
end
else if(vehicleType==2'b00 && destination==1'b1 && seatType==2'b01)
begin
totalFare<=Bus_NonAc_Cox*numSeat;
ticket<=1'b0;
returnMoney<=11'b0;
state<=confirmation;
end
else if(vehicleType==2'b01 && destination==1'b0 && seatType==2'b00)
begin
totalFare<=Ship_Ac_Sylhet*numSeat;
ticket<=1'b0;
returnMoney<=11'b0;
state<=confirmation;
end
else if(vehicleType==2'b01 && destination==1'b0 && seatType==2'b01)
begin
totalFare<=Ship_NonAc_Sylhet*numSeat;
ticket<=1'b0;
returnMoney<=11'b0;
state<=confirmation;
end
else if(vehicleType==2'b01 && destination==1'b1 && seatType==2'b00)
begin
totalFare<=Ship_Ac_Cox*numSeat;
ticket<=1'b0;
returnMoney<=11'b0;
state<=confirmation;
end
else if(vehicleType==2'b01 && destination==1'b1 && seatType==2'b01)
begin
totalFare<=Ship_NonAc_Cox*numSeat;
ticket<=1'b0;
returnMoney<=11'b0;
state<=confirmation;
end
else if(vehicleType==2'b10 && destination==1'b0 && seatType==2'b00)
begin
totalFare<=Train_Ac_Sylhet*numSeat;
ticket<=1'b0;
returnMoney<=11'b0;
state<=confirmation;
end
else if(vehicleType==2'b10 && destination==1'b0 && seatType==2'b01)
begin
totalFare<=Train_NonAc_Sylhet*numSeat;
ticket<=1'b0;
returnMoney<=11'b0;
state<=confirmation;
end
else if(vehicleType==2'b10 && destination==1'b1 && seatType==2'b00)
begin
totalFare<=Train_Ac_Cox*numSeat;
ticket<=1'b0;
returnMoney<=11'b0;
state<=confirmation;
end
else if(vehicleType==2'b10 && destination==1'b1 && seatType==2'b01)
begin
totalFare<=Train_NonAc_Cox*numSeat;
ticket<=1'b0;
returnMoney<=11'b0;
state<=confirmation;
end
else if(vehicleType==2'b11 && destination==1'b0 && seatType==2'b10)
begin
totalFare<=Aero_Busi_Sylhet*numSeat;
ticket<=1'b0;
returnMoney<=11'b0;
state<=confirmation;
end
else if(vehicleType==2'b11 && destination==1'b0 && seatType==2'b11)
begin
totalFare<=Aero_Eco_Sylhet*numSeat;
ticket<=1'b0;
returnMoney<=11'b0;
state<=confirmation;
end
else if(vehicleType==2'b11 && destination==1'b1 && seatType==2'b10)
begin
totalFare<=Aero_Busi_Cox*numSeat;
ticket<=1'b0;
returnMoney<=11'b0;
state<=confirmation;
end
else if(vehicleType==2'b11 && destination==1'b1 && seatType==2'b11)
begin
totalFare<=Aero_Eco_Cox*numSeat;
ticket<=1'b0;
returnMoney<=11'b0;
state<=confirmation;
end
end
confirmation:
begin
state<=(confirm==1'b1)?choosePayment:Start;
ticket<=1'b0;
returnMoney<=11'b0;
end
choosePayment:
begin
state<=(paymentMethod==1'b1)?mobilebaking:((paymentMethod==1'b0)?cashcount:Start);
ticket<=1'b0;
returnMoney<=11'b0;
end
mobilebaking:
begin
state<=(mobileBank==1'b1 )?ticketOut:Start;
ticket<=1'b0;
returnMoney<=11'b0;
end
cashcount:
begin
if(cashin>totalFare)begin ticket<=1'b0; returnMoney<=0 ; state<=returnticket; end
else if(cashin==totalFare)begin ticket<=1'b0; returnMoney<=0; state<=ticketOut; end
else begin ticket=1'b0; returnMoney<=0; state<=cashcount ;end
end
ticketOut:
begin
  ticket<=1'b1;
  returnMoney<=0;
  state<=Start;
end
returnticket:
begin
  ticket<=1'b1;
  returnMoney<=cashin-totalFare;
    state<=Start;
    end
endcase
end
end
endmodule
==> Changelog: implementation <==
### Physical design

- Status: finished, final reports clean
- Post-route cell area: 10700 um^2
- Fin util: 57.01%
- GRT Resource Usage Total: 31.25%
- Total number of vias: 8484
- Fmax: 143.5 MHz
- Maximum fanout along the worst path: 10
- Relative slew margins: 53.32%
- Share of post-route cells with drive strength above 1: 4.274%
- Required time worst endpoint: 9720 ps
- Port Buf Inserts: 64
- CP Launch Type: input port
- Die x size: 140.5 um
- Synthesis-to-finish area growth: 11.52%
- Skew-Pair Late Insertion Delay: 330 ps
- CP endpoint kind: flop
- Starting DRT DRC Count: 546
- Power Dens Cells: 223.8 nW/um^2
- Cell Rows: 50
- Cell Chain, Critical Path: clkdlybuf4s50_1 > inv_1 > fa_1 > inv_1 > ha_1 > ha_1 > ha_1 > ha_1 > fa_1 > a21o_1 > a211oi_1 > o32ai_1 > a222oi_1 > a22oi_1 > or3_1 > a31oi_1 > o21ai_1
- Async S/R FF share, synth: 0%
- CTS max path bufs: 2
- Flip-flops with a built-in enable: 0
- First-pass GRT wire length: 45440 um
- Pin count of the biggest net entering global routing: 64
- # DRC: 0
- TritonCTS Buffers: 9
- Register area: 1241 um^2
- Maximum level of the CTS H-tree: 3
- YS chip area: 9594 um^2
- Fin crit share: 73.36%
- VDD IR max: 0.0001962 V
- TritonCTS clock tree: built
- CTS Root Cell: clkbuf_16
- Log Warnings: 29
- Worst Path Buf+Inv: 3
- PostCTS Resize Cnt: 0
- Filler cells: 1788
- Worst path max stage delay: 830 ps
- Detailed Routing Iterations Pass 1: 5
- Slew at the pin closest to its max-slew limit: 700.2 ps
- CP delay by family, top: adder cells
- Unrepaired setup endpoints after global routing: no
- Yosys Instances: 1191
- Die Height: 140.5 um
- Routed Antenna Nets: 0
- Gate Area: 7407 um^2
- Skew final: 7.888 ps
- Initial Util: 51.12%
- Antenna violations before repair: 0
- Crit path DAT: 7180 ps
- Worst hold path class: flop to flop
- Count of final hold-check violations: 0
- Setup tns final: 0 ps
- Register area share after synthesis: 12.94%
- Post-synthesis cell type count: 76
- Die ar.: 19750 um^2
- Max-Cap Viols: 0
- Pre-CTS setup slack: 2207 ps
- Crit-path most repeated cell: ha_1
- Slowest-stage cell, CP: clkdlybuf4s50_1
- RePlAce Congestion: 1.011
- Grt ovf: 0
- I/O Pins: 69
- Cells after Synth: 1191
- Post-CTS Setup Bufs: 0
- Hold Buf Count CTS: 0
- Final setup violation count: 0
- Vias/cell: 5.756
- Worst Slack Setup Final: 2531 ps
- CTS Sinks: 62
- Fin. max-slew vios: 0
- Top FF cell, synth: dfxtp_1
- Drt total wl: 28260 um
- ANT cells: 0
- Routed len/inst: 19.17 um
- Placed cell area: 10360 um^2
- Yosys reg bits: 62
- Core area: 18770 um^2
- Synth warn: 1
- Clock slew at reported path FFs: 60 ps
- Area of the mapped netlist: 9594 um^2
- Critical Setup Path Class: input port to flop
- Vias in the first global route: 8330
- Synth Area per Inst: 8.056 um^2
- Leakage power: 4.781 nW
- DP Wirelength: 22470 um
- Fin crit period: 6969 ps
[cell usage after synthesis (all sizes together) (7+ instances only)]
library cell,number,share of area [%]
a211oi,13,1.0
a21o,21,1.6
a21oi,98,5.2
a22oi,15,1.2
a31oi,8,0.52
buf,18,1.2
clkbuf,28,1.5
dfxtp,62,13
fa,83,17
ha,121,16
inv,185,7.2
nand2,78,3.1
nand2b,11,0.87
nand3,17,0.94
nand4,7,0.46
nor2,94,3.8
nor2b,10,0.65
nor3,25,1.4
o211ai,7,0.55
o21a,8,0.63
o21ai,81,4.2
o21bai,8,0.63
o221ai,9,0.82
or2,8,0.52
or3,7,0.47
xnor2,78,7.2
xor2,19,1.7
[placed cells by master (no fill, tap or decap), types with 24 or more instances in the layout]
master           netlist  layout
inv_1                184     184
nor3_1                24      24
fa_1                  83      83
clkdlybuf4s50_1        0      63
dfxtp_1               62      62
ha_1                 121     121
o21ai_0               73      73
nor2_1                91      91
nand2_1               77      77
xnor2_1               77      77
a21oi_1               96      96
[state kept, by name, summed over array words and instances, names as in the netlist]
signal,count
state,10
noteCounter,13
totalFare,12
returnMoney,13
cashin,13
ticket,1
[per-layer routing]
metal | routed length [um] | GRT usage (%)
met1 | 13280 | 48.09
met2 | 12230 | 46.63
met3 | 2113 | 7.036
met4 | 648 | 6.522
met5 | 0 | 0
[worst register-to-register path: cells and delay by family (launching register included)]
kind	cells	cell delay [ps]
AOI/OAI and AO/OA	7	1300
buffers and inverters	2	160
adders and majority gates	2	560
and+or+nand+nor	2	420
DFF	1	330
[cell families after synthesis]
logic type | after synthesis | synth area share, %
xor+xnor | 97 | 8.933
compound gates | 318 | 20.98
buf+inv | 232 | 9.976
simple gates | 269 | 13.04
mux | 8 | 0.9911
other cells | 1 | 0.03909
flops | 62 | 12.94
fa+ha+maj | 204 | 33.10
[report_power, final]
part           leakage [nW]  switching, mW  internal [mW]  total [mW]
Combinational          4.11           1.02          0.708        1.73
Clock                 0.162          0.118          0.244       0.362
Sequential            0.505         0.0245          0.277       0.301
[per-stage QoR]
stage          std cells  total power [mW]  hold slack [ps]
2_1_floorplan       1194             1.546            329.0
5_1_grt             1474             2.607            380.7
3_3_place_gp        1458             2.010            359.3
4_1_cts             1474             2.380            371.2
3_5_place_dp        1458             2.006            360.2
6_report            1474             2.394            371.9
[final timing paths]
check / startpoint / end / slack [ps] / cells past startpoint
worst min-delay path: noteCounter[13] / cashin[13] / 370 / 0
worst max register to register: cashin[2] / state[1] / 6650 / 13
worst max-delay path: numSeat[2] / totalFare[11] / 2530 / 17
worst min register to register: noteCounter[13] / cashin[13] / 370 / 0
[area by class of cell]
| class | instances | area share [%] |
|---|---|---|
| repair buffers | 76 | 6.783 |
| flip-flops and latches | 62 | 11.60 |
| inverters | 186 | 6.526 |
| clock inverters | 5 | 0.7601 |
| well taps | 234 | 2.737 |
| multi-input cells | 900 | 69.23 |
| clock buffers | 11 | 2.362 |
Power and IR drop assume default switching activity.
